File: design.v
module output_unit_test(input clk, rst,
                   input [15:0]A,
                   output [0:6] HEX0, HEX1, HEX2, HEX3, HEX4, HEX5,
                   output reg sign);
  wire [15:0] B;
  wire [3:0] ONES, TENS, HUNDREDS, THOUSANDS, TEN_THOUSANDS;
  wire [19:0] Rout;
  assign ONES          = Rout[3:0];
  assign TENS          = Rout[7:4];
  assign HUNDREDS      = Rout[11:8];
  assign THOUSANDS     = Rout[15:12];
  assign TEN_THOUSANDS = Rout[18:16];
  twos_comp T1 (A,B);
  binary2bcd b1 (B,Rout);
  binary2seven  hex0(ONES, HEX0);
  binary2seven  hex1(TENS, HEX1);
  binary2seven  hex2(HUNDREDS, HEX2);
  binary2seven  hex3(THOUSANDS, HEX3);
  binary2seven2 hex4(TEN_THOUSANDS, HEX4);
  always @(negedge clk) begin
    if (A[15] == 1'b1) sign <= 1'b0;
    else sign <= 1'b1;
  end
  assign HEX5[6] = sign;
endmodule
module ha (input a,b,output s, cout);
 assign s = a^b;
 assign cout = a&b;
endmodule
module twos_comp_sign_mag (input [15:0] a, output [15:0] b);
wire [15:0] c;
ha ha0 (a[0]^a[15], a[15], b[0], c[0]);
ha ha1 (a[1]^a[15], c[0], b[1], c[1]);
ha ha2 (a[2]^a[15], c[1], b[2], c[2]);
ha ha3 (a[3]^a[15], c[2], b[3], c[3]);
ha ha4 (a[4]^a[15], c[3], b[4], c[4]);
ha ha5 (a[5]^a[15], c[4], b[5], c[5]);
ha ha6 (a[6]^a[15], c[5], b[6], c[6]);
ha ha7 (a[7]^a[15], c[6], b[7], c[7]);
ha ha8 (a[8]^a[15], c[7], b[8], c[8]);
ha ha9 (a[9]^a[15], c[8], b[9], c[9]);
ha ha10(a[10]^a[15], c[9], b[10],c[10]);
ha ha11(a[11]^a[15], c[10],b[11],c[11]);
ha ha12(a[12]^a[15], c[11],b[12],c[12]);
ha ha13(a[13]^a[15], c[12],b[13],c[13]);
ha ha14(a[14]^a[15], c[13],b[14],c[14]);
ha ha15(a[15], 0, b[15], c[15]);
endmodule
module add3(input [3:0] in,output reg [3:0] out);
 always @ (in)
 case (in)
 4'b0000: out = 4'b0000;
 4'b0001: out = 4'b0001;
 4'b0010: out = 4'b0010;
 4'b0011: out = 4'b0011;
 4'b0100: out = 4'b0100;
 4'b0101: out = 4'b1000;
 4'b0110: out = 4'b1001;
 4'b0111: out = 4'b1010;
 4'b1000: out = 4'b1011;
 4'b1001: out = 4'b1100;
 default: out = 4'b0000;
 endcase
endmodule
module binary2bcd(input [7:0] A, output [3:0] ONES, TENS,output [1:0] HUNDREDS);
wire [3:0] c1,c2,c3,c4,c5,c6,c7;
wire [3:0] d1,d2,d3,d4,d5,d6,d7;
assign d1 = {1'b0,A[7:5]};
assign d2 = {c1[2:0],A[4]};
assign d3 = {c2[2:0],A[3]};
assign d4 = {c3[2:0],A[2]};
assign d5 = {c4[2:0],A[1]};
assign d6 = {1'b0,c1[3],c2[3],c3[3]};
assign d7 = {c6[2:0],c4[3]};
assign ONES = {c5[2:0],A[0]};
assign TENS = {c7[2:0],c5[3]};
assign HUNDREDS = {c6[3],c7[3]};
add3 m1(d1,c1);
add3 m2(d2,c2);
add3 m3(d3,c3);
add3 m4(d4,c4);
add3 m5(d5,c5);
add3 m6(d6,c6);
add3 m7(d7,c7);
endmodule
module divideXn #(parameter N=5, parameter M=3)(input CLOCK, CLEAR,output reg [M-1:0] COUNT,output reg OUT);
always @ (negedge CLOCK, negedge CLEAR)
 if (CLEAR == 1'b0)
  COUNT<=0;
  else 
  begin
  if (COUNT == N-2'd2) begin OUT<= 1'b1; COUNT <= N-1'd1; end
  else
  if (COUNT == N-1'd1) begin OUT <= 1'b0; COUNT <= 0; end
  else begin OUT <= 1'b0; COUNT <= COUNT + 1'b1; end
  end
  endmodule
 module NbitBinCount # (parameter N = 8)
  ( input COUNT, CLEAR,
    output reg[N-1:0] y);
  always @ (posedge COUNT, negedge CLEAR)
  if (CLEAR == 1'b0) y<=0;
  else y<=y+1'b1;
  endmodule
  module OneHzClock (input clock, reset, output OneHz);
   wire TenHz, OneMHz, OneKHz;
	divideXn # (3'd5, 3'd3) div5
	(.CLOCK(clock),
	 .CLEAR(reset),
	 .OUT(TenMHz),
	 .COUNT(count));
	 divideXn #(4'd10, 4'd4) div10
	 (
	  .CLOCK(TenMHz),
	  .CLEAR(reset),
	  .OUT(OneMHZ),
	  .COUNT(count));
	  divideXn #(10'd1000, 4'd10) div1000L
	  (
	   .CLOCK(OneMHz),
		.CLEAR(reset),
		.OUT(OneKHz),
		.COUNT(count));
		divideXn #(10'd1000, 4'd10) div1000H
	  (
	   .CLOCK(OneMHz),
		.CLEAR(reset),
		.OUT(OneHz),
		.COUNT(count));
  endmodule
  module binary2seven (
input [3:0] BIN,
output reg [0:6] SEV);
always @ (BIN)
case ({BIN[3:0]})
4'b0000: {SEV[0:6]} = 7'b0000001; 
4'b0001: {SEV[0:6]} = 7'b1001111; 
4'b0010: {SEV[0:6]} = 7'b0010010; 
4'b0011: {SEV[0:6]} = 7'b0000110; 
4'b0100: {SEV[0:6]} = 7'b1001100; 
4'b0101: {SEV[0:6]} = 7'b0100100; 
4'b0110: {SEV[0:6]} = 7'b0100000; 
4'b0111: {SEV[0:6]} = 7'b0001111; 
4'b1000: {SEV[0:6]} = 7'b0000000; 
4'b1001: {SEV[0:6]} = 7'b0001100; 
4'b1010: {SEV[0:6]} = 7'b0001000; 
4'b1011: {SEV[0:6]} = 7'b1100000; 
4'b1100: {SEV[0:6]} = 7'b0110001; 
4'b1101: {SEV[0:6]} = 7'b1000010; 
4'b1110: {SEV[0:6]} = 7'b0110000; 
4'b1111: {SEV[0:6]} = 7'b0111000; 
endcase
endmodule
File: run.sh
#!/bin/bash
# OpenROAD 26Q1-2900-gdf79404cd8, Yosys 0.63+post, stock flow scripts
make -C /OpenROAD-flow-scripts/flow DESIGN_CONFIG=/design/flow/config.mk WORK_HOME=/design/flow/orfs finish
File: config.mk
export PLATFORM = sky130hd
export DESIGN_NAME = binary2bcd
export DESIGN_NICKNAME = binary2bcd
export VERILOG_FILES = /design/flow/design.v
export SDC_FILE = /design/flow/constraint.sdc
export NUM_CORES = 4
export LEC_CHECK = 1
export CORE_AREA = 10 10 70 70
export DIE_AREA = 0 0 80 80
File: constraint.sdc
current_design binary2bcd

set clk_period 4.7
set clk_io_pct 0.2

create_clock -name clk0 -period $clk_period

set non_clock_inputs [all_inputs -no_clocks]
set_input_delay [expr $clk_period * $clk_io_pct] -clock clk0 $non_clock_inputs
set_output_delay [expr $clk_period * $clk_io_pct] -clock clk0 [all_outputs]
==> datasheet_impl.txt <==
Physical implementation characteristics

Parameter                              Value

Floorplanning
  Number of primary I/O pins    18
  Row Count    21
  Chip area    0.00640 mm²
  Area of the core    0.00342 mm²
  Overall die height    80 µm
  Starting density of the core    20.6%
  Die Span X    80 µm

Detailed routing
  Initial drt markers    24
  DRC errors left    0
  First-pass DRT Iterations    4
  Routed vias/inst    4.96
  Detailed-route wire length per cell    11.9 µm
  Antenna Nets Post-Route    0
  Final wirelength    2020 µm
  Via Count    844
  Final antenna diode count    0

Synth
  Largest area contributor in the netlist    nand2_1
  Unique cell type count in the Yosys netlist    45
  Most common cell in the synthesized netlist    nand2_1
  Adder-cell share of the synthesized area    0%
  Top cells, area    nand2_1, o21ai_0, buf_6
  Area of the mapped netlist    704 µm²
  Mapped Avg Cell Area    6.46 µm²
  Post-synth area from yosys stat    704 µm²
  Fraction of synthesized area in multiplexers    0%
  AND/OR/NAND/NOR Cells, Area Fraction    38.9%
  XOR-XNOR Cells, Area Fraction    4.97%
  Register share after synthesis    0%
  Top cell type's share of synthesized area    5.86%
  Yosys aoi share    41.0%
  Synth Warn #    1
  Cells after Synth    109
  Synth cell count leaders    nand2_1, o21ai_0, inv_1
  Dominant non-sequential cell family after synthesis    AND-OR/OR-AND gates
  Yosys cell count    109

Layout
  Combinational gate area    598 µm²
  Footprint of the flip-flops and latches    0 µm²
  Number of sequential cells    0
  Cell area after layout    921 µm²
  Area growth from synthesis to layout    30.7%
  Fillers    392
  Final cell count without fillers    170
  Share of layout cells above drive strength 1    12.9%
  Clock buffer count    0

Final timing
  Min Clock Period, post-route    4.32 ns
  Final hold vios    0
  Sum Neg Setup Slack    0 ns
  Worst hold margin    1.88 ns
  Final setup vio count    0
  Relative slew slack    74.3%
  RSZ-0062 raised after global routing    false
  Total count of max-transition violations in the final report    0
  Post-layout period usage of the worst path    91.9%
  FMAX    232 MHz
  Slew at the pin closest to its max-slew limit    0.384 ns

Critical path
  Cell with the biggest individual delay on the critical path    clkdlybuf4s50_1
  Worst Setup Path Type    primary input to output pin
  Most repeated library cell on the critical path    clkdlybuf4s50_1
  Crit start category    primary input
  Crit-path cells    clkdlybuf4s50_1 -> nor2b_1 -> a31o_1 -> a222oi_1 -> buf_4 -> nor4b_2 -> a2bb2oi_2 -> clkdlybuf4s50_1
  Critical path data arrival time    3.38 ns
  Worst path required time    3.76 ns
  Longest individual stage delay on the worst path    0.60 ns
  Critical-path maximum fanout    11
  Kind of capture point of the worst setup path    output pin

Clock network
  Hold Buf Count CTS    0
  Setup fix buffers added after clock tree synthesis    0
  CTS resizes    0

GRT
  Pin count of the biggest net entering global routing    14
  Global route overflow    0
  Global-route wire length before repair    3440 µm
  Overall routing resource usage    6.10%
  Number of antenna violations at the first check in global routing    0
  Vias in the first global route    785

Power
  Worst IR Drop VDD    40.6 µV
  Power per cell area    101 mW/mm²
  Pleak    0.000331 µW

Place
  Buffers added on ports    16
  Dpl cells    170
  Last weighted congestion value of the routability-driven placer    0.899
  Half-perimeter wire length of the detailed placement result    1650 µm
  Area of placed instances    921 µm²

Min path
  Type of the worst min-delay path    primary input to output pin

Flow run
  Reported max-cap violation count    0
  OpenROAD warning count    32

Outcome
  Result of the run    complete, no violations
-- area by class of cell --
class / count / share of cell area (%)
inverters: 6 / 2.45
repair buffers: 27 / 26.4
multi-input cells: 91 / 64.9
well taps: 46 / 6.25
-- per-stage QoR --
stage          worst slack [ns]  util, %  power (µW)
2_1_floorplan              1.51        -        56.0
3_3_place_gp              0.345     27.0        94.0
3_5_place_dp              0.365     27.0        93.5
4_1_cts                   0.361     27.0        93.8
5_1_grt                   0.196     27.0         103
6_report                  0.382     27.0        92.6
-- cell usage in the layout (no fill, tap or decap), types with 2 or more instances in the layout --
| cell type | count |
|---|---|
| clkdlybuf4s50_1 | 16 |
| nand2_1 | 11 |
| or3_1 | 3 |
| inv_1 | 6 |
| and3_1 | 2 |
| nor2b_1 | 4 |
| a31oi_1 | 4 |
| nand2b_1 | 2 |
| o21a_1 | 2 |
| nor3_1 | 5 |
| o221ai_1 | 2 |
| o211ai_1 | 2 |
| buf_4 | 11 |
| nor2_1 | 5 |
| a21oi_1 | 5 |
| a22oi_1 | 2 |
| nand3_1 | 2 |
| xnor2_1 | 3 |
| o21ai_0 | 7 |
| o22ai_1 | 3 |
| and2_1 | 2 |
| nor3b_1 | 4 |
-- critical path: cells and delay by family --
family,cells,cell delay (ns)
and+or+nand+nor,2,0.48
AOI/OAI and AO/OA,3,0.70
buffers and inverters,3,1.26
-- metal layers --
layer / wire, µm / global-route usage [%] / up-vias
met5: 0 / 0 / -
met4: 15 / 0.528 / 0
met3: 98 / 0.682 / 2
met2: 977 / 10.6 / 23
met1: 923 / 8.11 / 378
li1: - / - / 441
-- power breakdown --
group	internal [µW]	switching [µW]
clock	0	0
sequential	0	0
combinational	51.2	41.4
-- path summary, 6_finish.rpt --
path | from | endpoint | slack (ns) | cells after the start
hold / removal | A[0] | ONES[0] | 1.88 | 0
setup / recovery | A[5] | ONES[1] | 0.38 | 8
-- logic make-up after synthesis --
| kind of cell | after synthesis |
|---|---|
| XOR/XNOR | 4 |
| AND/OR/NAND/NOR | 47 |
| AND-OR/OR-AND | 40 |
| buffers and inverters | 18 |
Power figures rest on the tool's default switching activity, not on a simulated workload.
